**flow/design.v**
```verilog
module Datapath(  
  input         clock,  
  input         reset,  
  input  [31:0] io_if_io_if_pc,  
  input  [1:0]  io_if_io_PC_Sel,  
  input  [31:0] io_if_io_new_addr,  
  input  [31:0] io_if_io_pc_recover,  
  output [31:0] io_if_io_if_new_pc,  
  output [31:0] io_if_io_if_pc_4,  
  input         io_id_io_Bubble,  
  input         io_id_io_ctrl_in_Reg_Write,  
  input  [2:0]  io_id_io_ctrl_in_Imm_Sel,  
  input         io_id_io_ctrl_in_ALU_Src,  
  input  [4:0]  io_id_io_ctrl_in_ALUOp,  
  input         io_id_io_ctrl_in_Branch,  
  input         io_id_io_ctrl_in_Branch_Src,  
  input         io_id_io_ctrl_in_Mem_Read,  
  input         io_id_io_ctrl_in_Mem_Write,  
  input  [1:0]  io_id_io_ctrl_in_Data_Size,  
  input         io_id_io_ctrl_in_Load_Type,  
  input  [2:0]  io_id_io_ctrl_in_Mem_to_Reg,  
  input         io_id_io_ctrl_in_Jump_Type,  
  output        io_id_io_ctrl_out_Reg_Write,  
  output [2:0]  io_id_io_ctrl_out_Imm_Sel,  
  output        io_id_io_ctrl_out_ALU_Src,  
  output [4:0]  io_id_io_ctrl_out_ALUOp,  
  output        io_id_io_ctrl_out_Branch,  
  output        io_id_io_ctrl_out_Branch_Src,  
  output        io_id_io_ctrl_out_Mem_Read,  
  output        io_id_io_ctrl_out_Mem_Write,  
  output [1:0]  io_id_io_ctrl_out_Data_Size,  
  output        io_id_io_ctrl_out_Load_Type,  
  output [2:0]  io_id_io_ctrl_out_Mem_to_Reg,  
  output        io_id_io_ctrl_out_Jump_Type,  
  input  [31:0] io_ex_io_ex_rs1_out,  
  input  [31:0] io_ex_io_ex_rs2_out,  
  input  [31:0] io_ex_io_ex_imm,  
  input  [31:0] io_ex_io_ex_pc,  
  input         io_ex_io_ex_ALU_Src,  
  input         io_ex_io_ex_Branch,  
  input         io_ex_io_ex_alu_conflag,  
  input         io_ex_io_ex_Branch_Src,  
  input         io_ex_io_ex_Jump_Type,  
  input  [2:0]  io_ex_io_ex_Imm_Sel,  
  input  [1:0]  io_ex_io_Forward_A,  
  input  [1:0]  io_ex_io_Forward_B,  
  output [31:0] io_ex_io_alu_a_src,  
  output [31:0] io_ex_io_alu_b_src,  
  output [31:0] io_ex_io_ex_aui_pc,  
  output [31:0] io_ex_io_forward_rs2_out,  
  output        io_ex_io_PC_Src,  
  output [31:0] io_ex_io_branch_addr,  
  input  [31:0] io_mem_io_mem_rs2_out,  
  input         io_mem_io_MemWrite_Src,  
  input  [2:0]  io_mem_io_mem_Mem_to_Reg,  
  input  [31:0] io_mem_io_mem_alu_sum,  
  input  [31:0] io_mem_io_mem_pc_4,  
  input  [31:0] io_mem_io_mem_imm,  
  input  [31:0] io_mem_io_mem_aui_pc,  
  output [31:0] io_mem_io_mem_writedata,  
  input  [31:0] io_wb_io_wb_alu_sum,  
  input  [31:0] io_wb_io_wb_dataout,  
  input  [31:0] io_wb_io_wb_pc_4,  
  input  [31:0] io_wb_io_wb_imm,  
  input  [31:0] io_wb_io_wb_aui_pc,  
  input  [2:0]  io_wb_io_wb_Mem_to_Reg,  
  output [31:0] io_wb_io_wb_reg_writedata  
);
  wire  _T_82;  
  wire  _T_84;  
  wire [32:0] _T_85;  
  wire [32:0] _T_86;  
  wire [32:0] _T_87;  
  wire [31:0] _T_89;  
  wire [32:0] _T_90;  
  wire [32:0] _GEN_0;  
  wire [33:0] _T_91;  
  wire [32:0] _T_94;  
  wire  _T_96;  
  wire  _T_100;  
  wire [31:0] _T_101;  
  wire  _T_102;  
  wire [31:0] _T_103;  
  wire  _T_104;  
  wire [32:0] _T_105;  
  wire  _T_130;  
  wire [31:0] _T_131;  
  wire  _T_132;  
  wire [31:0] _T_133;  
  wire  _T_134;  
  wire [31:0] _T_135;  
  wire  _T_136;  
  wire [31:0] _T_137;  
  wire  _T_138;  
  wire [31:0] _T_139;  
  wire  _T_140;  
  wire [31:0] _T_141;  
  wire  _T_142;  
  wire  _T_144;  
  wire [31:0] _T_145;  
  wire  _T_146;  
  wire [31:0] _T_147;  
  wire  _T_148;  
  wire [31:0] _T_149;  
  wire  _T_154;  
  wire [31:0] _T_155;  
  wire  _T_156;  
  wire [31:0] _T_157;  
  wire  _T_158;  
  wire [31:0] _T_159;  
  wire  _T_160;  
  wire [31:0] _T_161;  
  wire  _T_162;  
  assign _T_82 = io_ex_io_ex_Imm_Sel == 3'h2;  
  assign _T_84 = _T_82 & io_ex_io_ex_Jump_Type;  
  assign _T_85 = io_if_io_if_pc + 32'h4;  
  assign _T_86 = {io_ex_io_ex_imm, 1'h0};  
  assign _T_87 = _T_84 ? {{1'd0}, io_ex_io_ex_imm} : _T_86;  
  assign _T_89 = io_ex_io_ex_Branch_Src ? io_ex_io_alu_a_src : io_ex_io_ex_pc;  
  assign _T_90 = $unsigned(_T_87);  
  assign _GEN_0 = {{1'd0}, _T_89};  
  assign _T_91 = _GEN_0 + _T_90;  
  assign _T_94 = _T_89 + io_ex_io_ex_imm;  
  assign _T_96 = io_ex_io_ex_Jump_Type ? 1'h1 : io_ex_io_ex_alu_conflag;  
  assign _T_100 = io_if_io_PC_Sel == 2'h1;  
  assign _T_101 = _T_100 ? io_if_io_pc_recover : 32'h0;  
  assign _T_102 = io_if_io_PC_Sel == 2'h2;  
  assign _T_103 = _T_102 ? io_if_io_new_addr : _T_101;  
  assign _T_104 = io_if_io_PC_Sel == 2'h0;  
  assign _T_105 = _T_104 ? _T_85 : {{1'd0}, _T_103};  
  assign _T_130 = io_mem_io_mem_Mem_to_Reg == 3'h4;  
  assign _T_131 = _T_130 ? io_mem_io_mem_aui_pc : 32'h0;  
  assign _T_132 = io_mem_io_mem_Mem_to_Reg == 3'h3;  
  assign _T_133 = _T_132 ? io_mem_io_mem_imm : _T_131;  
  assign _T_134 = io_mem_io_mem_Mem_to_Reg == 3'h2;  
  assign _T_135 = _T_134 ? io_mem_io_mem_pc_4 : _T_133;  
  assign _T_136 = io_mem_io_mem_Mem_to_Reg == 3'h0;  
  assign _T_137 = _T_136 ? io_mem_io_mem_alu_sum : _T_135;  
  assign _T_138 = io_ex_io_Forward_A == 2'h2;  
  assign _T_139 = _T_138 ? _T_137 : io_ex_io_ex_rs1_out;  
  assign _T_140 = io_ex_io_Forward_A == 2'h1;  
  assign _T_141 = _T_140 ? io_wb_io_wb_reg_writedata : _T_139;  
  assign _T_142 = io_ex_io_Forward_A == 2'h0;  
  assign _T_144 = io_ex_io_Forward_B == 2'h2;  
  assign _T_145 = _T_144 ? _T_137 : io_ex_io_ex_rs2_out;  
  assign _T_146 = io_ex_io_Forward_B == 2'h1;  
  assign _T_147 = _T_146 ? io_wb_io_wb_reg_writedata : _T_145;  
  assign _T_148 = io_ex_io_Forward_B == 2'h0;  
  assign _T_149 = _T_148 ? io_ex_io_ex_rs2_out : _T_147;  
  assign _T_154 = io_wb_io_wb_Mem_to_Reg == 3'h4;  
  assign _T_155 = _T_154 ? io_wb_io_wb_aui_pc : io_wb_io_wb_alu_sum;  
  assign _T_156 = io_wb_io_wb_Mem_to_Reg == 3'h3;  
  assign _T_157 = _T_156 ? io_wb_io_wb_imm : _T_155;  
  assign _T_158 = io_wb_io_wb_Mem_to_Reg == 3'h2;  
  assign _T_159 = _T_158 ? io_wb_io_wb_pc_4 : _T_157;  
  assign _T_160 = io_wb_io_wb_Mem_to_Reg == 3'h1;  
  assign _T_161 = _T_160 ? io_wb_io_wb_dataout : _T_159;  
  assign _T_162 = io_wb_io_wb_Mem_to_Reg == 3'h0;  
  assign io_if_io_if_new_pc = _T_105[31:0];  
  assign io_if_io_if_pc_4 = _T_85[31:0];  
  assign io_id_io_ctrl_out_Reg_Write = io_id_io_Bubble ? 1'h0 : io_id_io_ctrl_in_Reg_Write;  
  assign io_id_io_ctrl_out_Imm_Sel = io_id_io_Bubble ? 3'h0 : io_id_io_ctrl_in_Imm_Sel;  
  assign io_id_io_ctrl_out_ALU_Src = io_id_io_Bubble ? 1'h0 : io_id_io_ctrl_in_ALU_Src;  
  assign io_id_io_ctrl_out_ALUOp = io_id_io_Bubble ? 5'h0 : io_id_io_ctrl_in_ALUOp;  
  assign io_id_io_ctrl_out_Branch = io_id_io_Bubble ? 1'h0 : io_id_io_ctrl_in_Branch;  
  assign io_id_io_ctrl_out_Branch_Src = io_id_io_Bubble ? 1'h0 : io_id_io_ctrl_in_Branch_Src;  
  assign io_id_io_ctrl_out_Mem_Read = io_id_io_Bubble ? 1'h0 : io_id_io_ctrl_in_Mem_Read;  
  assign io_id_io_ctrl_out_Mem_Write = io_id_io_Bubble ? 1'h0 : io_id_io_ctrl_in_Mem_Write;  
  assign io_id_io_ctrl_out_Data_Size = io_id_io_Bubble ? 2'h0 : io_id_io_ctrl_in_Data_Size;  
  assign io_id_io_ctrl_out_Load_Type = io_id_io_Bubble ? 1'h0 : io_id_io_ctrl_in_Load_Type;  
  assign io_id_io_ctrl_out_Mem_to_Reg = io_id_io_Bubble ? 3'h0 : io_id_io_ctrl_in_Mem_to_Reg;  
  assign io_id_io_ctrl_out_Jump_Type = io_id_io_Bubble ? 1'h0 : io_id_io_ctrl_in_Jump_Type;  
  assign io_ex_io_alu_a_src = _T_142 ? io_ex_io_ex_rs1_out : _T_141;  
  assign io_ex_io_alu_b_src = io_ex_io_ex_ALU_Src ? io_ex_io_ex_imm : _T_149;  
  assign io_ex_io_ex_aui_pc = _T_94[31:0];  
  assign io_ex_io_forward_rs2_out = _T_148 ? io_ex_io_ex_rs2_out : _T_147;  
  assign io_ex_io_PC_Src = _T_96 & io_ex_io_ex_Branch;  
  assign io_ex_io_branch_addr = _T_91[31:0];  
  assign io_mem_io_mem_writedata = io_mem_io_MemWrite_Src ? io_wb_io_wb_reg_writedata : io_mem_io_mem_rs2_out;  
  assign io_wb_io_wb_reg_writedata = _T_162 ? io_wb_io_wb_alu_sum : _T_161;  
endmodule
```
**flow/run.sh**
```bash
#!/bin/bash
# OpenROAD 26Q1-2900-gdf79404cd8, Yosys 0.63+post, stock flow scripts
make -C /OpenROAD-flow-scripts/flow DESIGN_CONFIG=/design/flow/config.mk WORK_HOME=/design/flow/orfs finish
```
**flow/config.mk**
```make
export PLATFORM = sky130hd
export DESIGN_NAME = Datapath
export DESIGN_NICKNAME = Datapath
export VERILOG_FILES = /design/flow/design.v
export SDC_FILE = /design/flow/constraint.sdc
export NUM_CORES = 4
export LEC_CHECK = 1
export CORE_AREA = 10 10 348 348
export DIE_AREA = 0 0 358 358
```
**flow/constraint.sdc**
```tcl
current_design Datapath

set clk_period 34.8
set clk_io_pct 0.2

create_clock -name clk0 -period $clk_period

set non_clock_inputs [all_inputs -no_clocks]
set_input_delay [expr $clk_period * $clk_io_pct] -clock clk0 $non_clock_inputs
set_output_delay [expr $clk_period * $clk_io_pct] -clock clk0 [all_outputs]
```
==> impl_metrics.yaml <==
# synthesis and place-and-route metrics
die:
  initCoreUtil_pct: 9.661
  rows: 123
  chip_area_mm2: 0.1282
  die_h_um: 358
  coreArea_mm2: 0.1130
  ioPinCount: 899
  die_w_um: 358
cells_and_area:
  flop-count: 0
  instances_no_fill: 3989
  flop_area_um2: 0
  clkbuf_count: 0
  drive_above_1_share_pct: 11.44
  postLayoutCellArea_mm2: 0.02199
  area_growth_pct: 101.5
  num-fill-cells: 12530
power_and_ir_drop:
  swShare_pct: 47.90
  p_int_uw: 239.9
  powerDensity_mw_per_mm2: 20.95
  peakVddDrop_mv: 0.01423
  power.net_switching_uw: 220.6
  p_leak_uw: 0.008310
routing:
  firstDrtPassIters: 5
  drc: 0
  first_iter_violations: 1107
  ant_nets: 0
  vias_per_cell: 4.030
  wire_per_inst_um: 29.36
  totalWireLength_um: 117100
  num_vias: 16080
setup_path:
  cpMostUsedCell: "buf_4"
  end_kind: "primary output"
  start_kind: "input port"
  crit_family: "AND-OR/OR-AND gates"
  slowest_stage: "a2111oi_2"
  cp-startpoint: "io_wb_io_wb_Mem_to_Reg[1]"
  cp.required_ns: 27.84
  crit_type: "in2out"
  cp_slowest_stage_delay_ns: 0.90
  crit_buf_inv: 5
  worstSetupPathDepth: 20
  path_max_fanout: 39
  path_cells: "buf_2 -> buf_4 -> nor2b_2 -> buf_4 -> a211oi_1 -> o21ai_0 -> buf_4 -> mux2i_1 -> o21ai_0 -> mux2_2 -> ha_1 -> a21oi_1 -> o211ai_1 -> a2111oi_2 -> nor2_1 -> a21oi_2 -> o21bai_1 -> and4b_1 -> a311o_1 -> clkdlybuf4s50_1"
  critPathArrivalTime_ns: 13.68
job:
  drv_cap: 0
  warnings: 37
yosys:
  yosysCellCount: 1594
  ys_seq_share_pct: 0
  netlist.area_leader.share_pct: 15.27
  ys_types: 73
  top_area_cell: "mux2_2"
  yosys-top-cells-count: "nand2_1 (199), o21ai_0 (196), mux2_2 (148)"
  synth.cell_area_mm2: 0.01091
  synth_top_cell_by_count: "nand2_1"
  top_cells_by_area: "mux2_2 (15%), mux2i_1 (13%), o21ai_0 (9.0%), ha_1 (7.6%), nand2_1 (6.8%)"
  yosysWarnings: 0
  syn_avg_cell_area_um2: 6.846
  yosys_area_mm2: 0.01091
  synth_cells: 1594
placed_design:
  port-buffer-count: 897
  place_inst: 3957
  dpl.hpwl_um: 105600
  gp_congestion: 0.9381
  placed_cell_area_mm2: 0.02191
final_timing:
  finalCritPeriodShare_pct: 59.32
  setup_viol: 0
  rsz0062_at_grt: "no"
  fin_setup_tns_ns: 0
  tightestPinTransition_ns: 0.9389
  finalHoldViolations: 0
  fmax_mhz: 48.44
  relSlewSlack_pct: 37.28
  slew_violations: 0
  fin_crit_ns: 20.64
  holdWs_ns: 14.77
outcome:
  status: "complete, no violations"
global_routing:
  track_usage_pct: 17.29
  grt_pass1_vias: 15600
  grt_start_max_net_pins: 49
  antenna_found_initial: 66
  grt_first_pass_wirelength_um: 147300
  grt-ovfl-total: 0
clock_tree:
  postCtsSetupRepairBufs: 0
  ctsHoldBuffers: 0
  cts_resized: 0
min_path:
  min-delay-start: "io_ex_io_Forward_B[1]"
  hold_depth: 4
  worst_hold_path_type: "in2out"
==> per-layer routing <==
layer | GRT usage (%) | routed length [µm] | up-vias
li1 | - | - | 7699
met1 | 22.07 | 48350 | 7406
met4 | 6.102 | 3444 | 28
met2 | 25.49 | 50860 | 824
met3 | 7.847 | 14250 | 119
met5 | 0 | 191 | -
==> cell families after synthesis <==
logic type,after synthesis,share of synthesized area [%]
XOR/XNOR,80,6.421
AND-OR/OR-AND,537,31.97
buffers and inverters,176,6.455
adder cells (fa/ha/maj),68,7.934
multiplexers,289,28.20
AND/OR/NAND/NOR,444,19.02
==> final cells by class <==
cell class,count,area (µm²),area share [%]
Multi-Input combinational cell,1418,10240,46.57
Timing Repair Buffer,987,9594,43.64
Tap cell,1500,1877,8.536
Inverter,52,195.2,0.8878
Antenna cell,32,80.08,0.3642
==> cells in the final DEF, fill, tap and decap left out, types with 5 or more instances in the layout <==
master / count
a211oi_1: 36
a21o_1: 23
a21oi_1: 80
a221oi_1: 21
a22o_1: 51
a22oi_1: 12
a31oi_1: 5
and2_1: 5
and3_1: 9
and4_1: 6
buf_2: 11
buf_4: 92
clkdlybuf4s50_1: 884
diode_2: 32
ha_1: 66
inv_1: 51
mux2_2: 148
mux2i_1: 140
nand2_1: 199
nand2b_1: 9
nand3_1: 23
nand4_1: 10
nor2_1: 80
nor2b_1: 60
nor3_1: 12
o211ai_1: 5
o21a_1: 12
o21ai_0: 194
o21bai_1: 5
o22ai_1: 54
or3_1: 9
xnor2_1: 54
xor2_1: 26
==> path summary, 6_finish.rpt <==
path | to | slack, ns
setup / recovery | io_ex_io_ex_aui_pc[30] | 14.16
hold / removal | io_ex_io_forward_rs2_out[18] | 14.77
==> stage by stage <==
step                total power, µW  util [%]  setup slack, ns
floorplan                     156.6         -            17.35
global placement              467.7     19.39            14.21
detailed placement            465.1     19.39            14.17
CTS                           469.6     19.39            14.14
global route                  497.8     19.42            13.85
finish                        460.5     19.46            14.16
==> power by group through the flow <==
stage	Combinational [µW]	Clock (µW)	Sequential, µW
global route	498	0.0000512	0
CTS	470	0	0
Power and IR drop assume default switching activity.
