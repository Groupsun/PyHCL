## flow/config.mk

```make
export PLATFORM = sky130hd
export DESIGN_NAME = DataCache
export DESIGN_NICKNAME = DataCache
export VERILOG_FILES = /design/flow/design.v
export SDC_FILE = /design/flow/constraint.sdc
export NUM_CORES = 4
export LEC_CHECK = 1
export CORE_UTILIZATION = 30
```

## flow/constraint.sdc

```tcl
current_design DataCache

set clk_period 6.1
set clk_io_pct 0.2

create_clock -name clk0 -period $clk_period [get_ports {clock}]

set non_clock_inputs [all_inputs -no_clocks]
set_input_delay [expr $clk_period * $clk_io_pct] -clock clk0 $non_clock_inputs
set_output_delay [expr $clk_period * $clk_io_pct] -clock clk0 [all_outputs]
```

## flow/design.v

```verilog
module DataCache(  
  input         clock,  
  input         reset,  
  input  [31:0] io_addr,  
  input  [31:0] io_write_data,  
  input         io_Mem_Read,  
  input         io_Mem_Write,  
  input  [1:0]  io_Data_Size,  
  input         io_Load_Type,  
  output [31:0] io_data_out  
);
  reg [31:0] cache [0:31];  
  reg [31:0] _RAND_0;
  wire [31:0] cache__T_24_data;  
  wire [4:0] cache__T_24_addr;  
  wire [31:0] cache__T_25_data;  
  wire [4:0] cache__T_25_addr;  
  wire [31:0] cache__T_26_data;  
  wire [4:0] cache__T_26_addr;  
  wire [31:0] cache__T_28_data;  
  wire [4:0] cache__T_28_addr;  
  wire [31:0] cache__T_34_data;  
  wire [4:0] cache__T_34_addr;  
  wire [31:0] cache__T_36_data;  
  wire [4:0] cache__T_36_addr;  
  wire [31:0] cache__T_54_data;  
  wire [4:0] cache__T_54_addr;  
  wire [31:0] cache__T_52_data;  
  wire [4:0] cache__T_52_addr;  
  wire  cache__T_52_mask;  
  wire  cache__T_52_en;  
  wire [31:0] _T_12;  
  wire [15:0] _T_13;  
  wire [31:0] _T_14;  
  wire [7:0] _T_15;  
  wire [31:0] _T_16;  
  wire  _T_17;  
  wire [31:0] _T_18;  
  wire  _T_19;  
  wire [31:0] _T_20;  
  wire  _T_21;  
  wire [31:0] _T_22;  
  wire [2:0] _T_23;  
  wire [15:0] _T_27;  
  wire [15:0] _T_29;  
  wire [15:0] _T_30;  
  wire [31:0] _GEN_18;  
  wire [46:0] _T_31;  
  wire [30:0] _GEN_19;  
  wire [46:0] _T_32;  
  wire [46:0] _T_33;  
  wire [7:0] _T_35;  
  wire [7:0] _T_37;  
  wire [7:0] _T_38;  
  wire [31:0] _GEN_20;  
  wire [38:0] _T_39;  
  wire [14:0] _GEN_21;  
  wire [38:0] _T_40;  
  wire [38:0] _T_41;  
  wire  _T_42;  
  wire [38:0] _T_43;  
  wire  _T_44;  
  wire [38:0] _T_45;  
  wire  _T_46;  
  wire [46:0] _T_47;  
  wire  _T_48;  
  wire [46:0] _T_49;  
  wire  _T_50;  
  wire [46:0] _T_51;  
  wire [46:0] _T_57;  
  assign cache__T_24_addr = _T_12[4:0];
  assign cache__T_24_data = cache[cache__T_24_addr];  
  assign cache__T_25_addr = _T_12[4:0];
  assign cache__T_25_data = cache[cache__T_25_addr];  
  assign cache__T_26_addr = _T_12[4:0];
  assign cache__T_26_data = cache[cache__T_26_addr];  
  assign cache__T_28_addr = _T_12[4:0];
  assign cache__T_28_data = cache[cache__T_28_addr];  
  assign cache__T_34_addr = _T_12[4:0];
  assign cache__T_34_data = cache[cache__T_34_addr];  
  assign cache__T_36_addr = _T_12[4:0];
  assign cache__T_36_data = cache[cache__T_36_addr];  
  assign cache__T_54_addr = _T_12[4:0];
  assign cache__T_54_data = cache[cache__T_54_addr];  
  assign cache__T_52_data = io_Mem_Write ? _T_22 : cache__T_54_data;
  assign cache__T_52_addr = _T_12[4:0];
  assign cache__T_52_mask = 1'h1;
  assign cache__T_52_en = 1'h1;
  assign _T_12 = io_addr / 32'h4;  
  assign _T_13 = io_write_data[15:0];  
  assign _T_14 = {16'h0,_T_13};  
  assign _T_15 = io_write_data[7:0];  
  assign _T_16 = {24'h0,_T_15};  
  assign _T_17 = io_Data_Size == 2'h2;  
  assign _T_18 = _T_17 ? _T_16 : io_write_data;  
  assign _T_19 = io_Data_Size == 2'h1;  
  assign _T_20 = _T_19 ? _T_14 : _T_18;  
  assign _T_21 = io_Data_Size == 2'h0;  
  assign _T_22 = _T_21 ? io_write_data : _T_20;  
  assign _T_23 = {io_Data_Size,io_Load_Type};  
  assign _T_27 = cache__T_26_data[15:0];  
  assign _T_29 = cache__T_28_data[15:0];  
  assign _T_30 = $signed(_T_29);  
  assign _GEN_18 = {$signed(_T_30), 16'h0};  
  assign _T_31 = {{15{_GEN_18[31]}},_GEN_18};  
  assign _GEN_19 = _T_31[46:16];  
  assign _T_32 = {{16{_GEN_19[30]}},_GEN_19};  
  assign _T_33 = $unsigned(_T_32);  
  assign _T_35 = cache__T_34_data[7:0];  
  assign _T_37 = cache__T_36_data[7:0];  
  assign _T_38 = $signed(_T_37);  
  assign _GEN_20 = {$signed(_T_38), 24'h0};  
  assign _T_39 = {{7{_GEN_20[31]}},_GEN_20};  
  assign _GEN_21 = _T_39[38:24];  
  assign _T_40 = {{24{_GEN_21[14]}},_GEN_21};  
  assign _T_41 = $unsigned(_T_40);  
  assign _T_42 = 3'h4 == _T_23;  
  assign _T_43 = _T_42 ? _T_41 : {{7'd0}, cache__T_24_data};  
  assign _T_44 = 3'h5 == _T_23;  
  assign _T_45 = _T_44 ? {{31'd0}, _T_35} : _T_43;  
  assign _T_46 = 3'h2 == _T_23;  
  assign _T_47 = _T_46 ? _T_33 : {{8'd0}, _T_45};  
  assign _T_48 = 3'h3 == _T_23;  
  assign _T_49 = _T_48 ? {{31'd0}, _T_27} : _T_47;  
  assign _T_50 = 3'h1 == _T_23;  
  assign _T_51 = _T_50 ? {{15'd0}, cache__T_25_data} : _T_49;  
  assign _T_57 = io_Mem_Read ? _T_51 : 47'h0;  
  assign io_data_out = _T_57[31:0];  
initial begin
end
  always @(posedge clock) begin
    if(cache__T_52_en & cache__T_52_mask) begin
      cache[cache__T_52_addr] <= cache__T_52_data;  
    end
  end
endmodule
```

## flow/run.sh

```bash
#!/bin/bash
# OpenROAD 26Q1-2900-gdf79404cd8, Yosys 0.63+post, stock flow scripts
make -C /OpenROAD-flow-scripts/flow DESIGN_CONFIG=/design/flow/config.mk WORK_HOME=/design/flow/orfs finish
```

==> summary.txt <==
Physical implementation status

The sequential cell area fraction in the yosys report stands at 77.2%. The starting utilization of the core area stands at 30.3%. The max-slew check reports its worst relative slack as 28.8%. The register with the most flip-flops in the layout has 1024 of them. Counting tap cells, the placed design contains a total of 3863 instances. For reference, the final report shows the max-slew violation count at 0.

After floorplanning, the core was sized to cover 0.132 mm^2. The global routing usage summed across all routing layers stands at 17.2%. Per the final timing report, the hold violations number 0.

The number of standard cells in the final layout excluding fillers stands at 4045. Once synthesis finished, the tally of register bits stood at 1024. The overall die width stands at 366 um. The capture point of the worst register-to-register path is recorded as cache[16][19]. The endpoint required time on the critical path stands at 4.88 ns.

In the hold report, the worst path ends at cache[28][31]. The average instance area after synthesis stands at 19.7 um^2. The count of unique library cells instantiated by Yosys stands at 52. The number of cell rows stands at 133. The post-synth count of flops with an enable pin is 1024. The number of hold-repair buffers added at the cts stage stands at 0. STA reports the tightest min-delay check as being of type reg2reg.

The OpenROAD warning count stands at 54. The count of filler cells inserted in the layout stands at 11.9k. Counting the buffers created by CTS gives 100. TritonRoute reported its final design rule violation total as 0. The part of the cycle the worst path needs stands at 95.5%. The worst hold path passes through 5 cells. The script computed a power per unit cell area of 317 mW/mm^2.

The number of buffers between clock root and the deepest sink stands at 3. The worst setup path is captured at an output pin. TritonCTS built the clock tree. The timing report gives the clock slew at the launch and capture registers of the worst setup and hold paths as 0.06 ns. The synthesized netlist has a Yosys-reported chip area of 0.0398 mm^2. The area added between synthesis and finish stands at 16.9%. The worst setup path is launched from an input port. The flow ran to the end, and the final reports show no timing, DRC or antenna violations. Per the CTS log, the root buffer master is sky130_fd_sc_hd__clkbuf_16. The routed design shows a wire length per standard cell of 26.5 um. For this run, the slowest stage of the critical path takes 0.78 ns. The leakage power of the design stands at 0.0150 uW.

The aggregate routed wire length stands at 107 mm. The fraction of final layout cells sized beyond drive strength 1 stands at 20.8%. The iteration count of the initial detailed-routing pass stands at 5. The clock latency of the later-clocked register in the worst-skew pair stands at 0.67 ns. The most used flip-flop cell after synthesis is sky130_fd_sc_hd__edfxtp_1. Yosys attributes the largest share of cell area to sky130_fd_sc_hd__edfxtp_1 77%, sky130_fd_sc_hd__mux4_2 7.2%, sky130_fd_sc_hd__mux2i_1 6.4%, sky130_fd_sc_hd__o22ai_1 1.9%, sky130_fd_sc_hd__a22oi_1 1.1%.

Warnings reported by Yosys during synthesis add up to 1. The number of cells in the yosys synthesis report stands at 2017. The die area stands at 0.134 mm^2.

The number of antenna violations at the first check in global routing came to 2. Per the cell usage report, the commonest logic cell in the layout is sky130_fd_sc_hd__edfxtp_1. The via count of the first global-routing pass came to 22.4k.

Setup repair after global routing left no endpoint under its margin. Looking at the reg2reg group, the worst path starts from cache[18][19]. The global placement routability congestion stands at 0.862. The worst-margin pin slew stands at 1.07 ns. The number of placed I/O pins stands at 103. Measured in cells, the most critical reg-to-reg path has a length of 5. Setup violations remaining at the end of the flow were counted as 0.

Entering global routing, the biggest net connects 74 pins. The maximum resistive drop on vdd stands at 250 uV. The count of buffers added on input and output ports is 74. Post-CTS timing repair inserted 0 buffers for setup. The half-perimeter wire length of the detailed placement result stands at 62.1 mm. The cell sequence reported for the critical path is clkdlybuf4s50_1 -> buf_4 -> or4b_1 -> buf_4 -> o22ai_1 -> nor3_1 -> nand3_1 -> nor2_1 -> o21ai_1 -> buf_4 -> clkdlybuf4s50_1. More flip-flops sit in one register than any other, and that register is cache.

Clock tree synthesis found a total of 1024 sinks. The highest clock rate this design can be run at is 0.172 GHz. From bottom edge to top edge, the die measures 366 um.

The routed design ends up with an antenna cell count of 0. Yosys reported that registers with async set or reset make up 0%. The maximum fanout count along the critical path stands at 16. The critical path in this run is classified as in2out.

The synthesized instance count stands at 2017. Per the GRT congestion report, total overflow comes to 0. The library cells used most frequently in the layout, excluding fill and tap cells, are 1024 x sky130_fd_sc_hd__edfxtp_1, 256 x sky130_fd_sc_hd__mux2i_1, 133 x sky130_fd_sc_hd__buf_4. The first global-routing pass estimated 155 mm of wire. The post-CTS resize count stands at 0. Looking at hold timing, the worst path starts from cache[30][31]. The final layout reports a setup TNS of 0 ns. The maximum level of the CTS H-tree stands at 3. The max-cap violation count stands at 0. Looking at area per cell type in the netlist, the leader is sky130_fd_sc_hd__edfxtp_1. Counting stages on the worst path, the most repeated cell is sky130_fd_sc_hd__buf_4. The worst setup slack for register-to-register paths stands at 3.75 ns. The area of the mapped netlist stands at 0.0398 mm^2. The final critical-path required period stands at 5.83 ns. Once iteration 0 of detailed routing completed, the report listed 1393 DRC markers. At the worst endpoint, the arrival time is 4.61 ns. The count of nets left with antenna violations once routing finished came out at 0. The area fraction of the dominant cell type after synthesis stands at 77.2%. Dividing the detail-routed via count by the number of cells gives 5.05. The critical path's slowest stage uses the library cell sky130_fd_sc_hd__or4b_1.

The registers reported with the highest flop counts are cache x1024. The routed layout has 20.4k vias. The final clock skew stands at 0.0296 ns.
[power breakdown]
part           internal, uW  switching, uW  total, uW  leakage (uW)
combinational           336            653        989       0.00425
clock                  3240           2520       5760       0.00149
sequential             8000           19.5       8020       0.00928
total                 11600           3190      14800        0.0150
[cell type report]
cell class	count	area (um^2)	area share, %
tap	1755	2200	4.72
clock inverter	62	459	0.986
clock buffer	120	2600	5.58
inverter	1	3.75	0.00806
multi-input combinational	870	8670	18.6
sequential	1024	30700	66.0
timing repair buffer	213	1880	4.04
[through the flow]
stage	setup WS [ns]	hold slack, ns	power [uW]	instance area, um^2	utilization, %
finish	0.273	1.01	14800	46600	35.4
global route	0.149	1.10	15200	46600	35.4
CTS	0.285	1.01	14900	46600	35.4
detailed placement	0.297	0.998	9160	43500	33.0
global placement	0.284	0.997	9130	43500	33.0
floorplan	1.77	1.17	8730	39800	-
[cell families after synthesis]
logic type | synth area share [%]
xor+xnor | 0.0220
compound gates | 3.92
simple gates | 3.14
flops | 77.2
buf+inv | 1.85
mux | 13.9
[how the worst max path moves through the flow]
| stage | slack (ns) | from | end | cells after the start |
|---|---|---|---|---|
| after CTS | 0.28 | io_addr[6] | io_data_out[17] | 11 |
| after global routing | 0.15 | io_addr[6] | io_data_out[17] | 11 |
| final | 0.27 | io_addr[6] | io_data_out[17] | 11 |
[metal layers]
metal	share of wire [%]	routed length, um	global-route usage (%)
met3	19	20900	15.4
met5	0.19	200	1.39
met2	46	49200	25.4
met4	3.2	3390	4.39
met1	31	33600	17.9
[cells in the mapped netlist, drive strengths merged (2+ instances only)]
master / number
a31o: 2
nand3b: 5
and2: 7
or4b: 4
nand4b: 4
nand2: 50
nor4: 17
clkbuf: 44
mux4: 128
mux2i: 256
or3b: 3
and3b: 2
nand4: 16
a31oi: 2
nor3: 15
buf: 78
edfxtp: 1024
or4: 4
nand3: 17
nand2b: 3
nor2: 76
mux2: 7
a21oi: 29
nand4bb: 6
a211oi: 2
o22ai: 126
nor3b: 3
a22oi: 56
o21ai: 19
[critical path, delay by kind of cell]
kind | cells | cell delay [ns]
buffers and inverters | 5 | 1.97
and+or+nand+nor | 4 | 1.05
AOI/OAI and AO/OA | 2 | 0.35
Power is estimated from default activity; no workload was simulated.
